[design.v]
`timescale 1ns / 1ps
module PWM_optimised(
    input [2:0] duty_cycle,
    input clk,
    output reg [3:0] pwm
    );
     reg [3:0] counter=0;
     integer i;
     always@( posedge clk) begin
           if ( counter == 9 ) counter <= 0;
           else   counter <= counter +1;
            for ( i=0; i<4 ; i= i +1) begin 
            pwm[i] = (  counter < duty_cycle ) ? 1 : 0; 
            end
         end 
endmodule
[run.sh]
#!/bin/bash
# OpenROAD 26Q1-2900-gdf79404cd8, Yosys 0.63+post, stock flow scripts
make -C /OpenROAD-flow-scripts/flow DESIGN_CONFIG=/design/flow/config.mk WORK_HOME=/design/flow/orfs finish
[config.mk]
export PLATFORM = sky130hd
export DESIGN_NAME = PWM_optimised
export DESIGN_NICKNAME = PWM_optimised
export VERILOG_FILES = /design/flow/design.v
export SDC_FILE = /design/flow/constraint.sdc
export NUM_CORES = 4
export LEC_CHECK = 1
export CORE_AREA = 10 10 70 70
export DIE_AREA = 0 0 80 80
[constraint.sdc]
current_design PWM_optimised

set clk_period 1.4
set clk_io_pct 0.2

create_clock -name clk0 -period $clk_period [get_ports {clk}]

set non_clock_inputs [all_inputs -no_clocks]
set_input_delay [expr $clk_period * $clk_io_pct] -clock clk0 $non_clock_inputs
set_output_delay [expr $clk_period * $clk_io_pct] -clock clk0 [all_outputs]
==> impl_metrics.yaml <==
# generated from flow reports
outcome:
  status: "complete, no violations"
die:
  initCoreUtil_pct: 7.99
  die_w_um: 80
  ios: 8
  num_rows: 21
  die_y_um: 80
  die-area_um2: 6400
  core_um2: 3420
setup_path:
  critPathCaptureType: "output port"
  worstPathRequired_ns: 1.12
  cpPeakStageDelay_ns: 0.47
  worstPathMaxFanout: 4
  worstPathCellList: "clkdlybuf4s50_1"
  worstPathArrival_ns: 1.04
  critPathLaunchType: "flip-flop"
  crit_slowest_cell: "clkdlybuf4s50_1"
  critPathTopFamily: "buffers and inverters"
  worstSetupPathType: "flip-flop to output port"
  worst-path-buf-inv: 1
final_timing:
  clock-skew-final_ns: 0.00308
  rsz0062_at_grt: "false"
  tns_ns: 0
  period_used_pct: 94.3
  drv_slew: 0
  max_freq_ghz: 0.757
  tightest_slew_ns: 0.219
  worst_slack_ns: 0.0792
  max-slew-margin-rel_pct: 85.3
  setup_viol: 0
  min_period_ns: 1.32
  finalHoldViolCount: 0
clock_network:
  cts_setup_buffers: 0
  clk_pin_slew_ns: 0.04
  cts_tree: "built"
  ctsHoldBuffers: 0
  htreeDepth: 1
  cts-root-buf: "clkbuf_4"
  cts_inserted_buffers: 3
  ctsResizeCount: 0
  cts_buffer_depth: 2
  cts.sinks: 5
  insertion_delay_ns: 0.24
route:
  first_pass_iters: 3
  drt.antenna.violating_nets: 0
  wl_per_cell_um: 5.56
  drc: 0
  n_antenna_cell: 0
  vias: 193
  drt_wl_total_um: 456
  via_per_inst: 2.35
  drtIter0Drc: 7
global_route:
  met1_usage_pct: 1.67
  grt_use_met2_pct: 1.28
  grt_remaining_overflow: 0
  grt_pass1_wl_um: 710
  busiest_layer: "met1"
  use_met3_pct: 1.14
  grt_max_degree: 7
  antenna_found_initial: 0
  first_global_vias: 183
  grt_usage_pct: 1.35
synthesis:
  ys_area_um2: 273
  synthCells: 28
  seq_area_frac_synth_pct: 36.7
  synth_stat.cells: 28
  syn_avg_cell_area_um2: 9.74
  ys.flops: 5
  syn_area_um2: 273
  synth_cell_type_count: 13
  ys_warn_count: 1
final_layout:
  area_growth_pct: 48.6
  lay_top_cells: "clkdlybuf4s50_1, inv_1, ha_1, dfxtp_1"
  final_common_cell: "clkdlybuf4s50_1"
  final_area_um2: 405
  drive_gt1_share_pct: 13.9
run:
  warnings: 26
  maxCapViolations: 0
pwr:
  total_power_uw: 330
  power_frac_clock_pct: 49.3
  seqPwrFrac_pct: 44.0
  power_density_nw_per_um2: 815
  p_leak_nw: 0.184
  switching_share_pct: 18.4
  internal_power_uw: 270
  peakVddDrop_mv: 0.133
  p_switching_uw: 60.7
  combPwrFrac_pct: 6.7
placed_design:
  dpl_cell_area_um2: 378
  gp_congestion: 0.667
  pre_cts_ws_ns: -0.0913
  port_buffers: 7
  hpwlAfterDp_um: 367
min_path:
  hp-class: "flip-flop to flip-flop"
-- final timing paths --
| kind | cells after the start | to | start | slack [ns] |
|---|---|---|---|---|
| worst max register to register | 3 | pwm[0] | counter[1] | 0.37 |
| worst min-delay path | 1 | counter[0] | counter[0] | 0.47 |
| worst max-delay path | 1 | pwm[2] | pwm[0] | 0.08 |
| worst min register to register | 1 | counter[0] | counter[0] | 0.47 |
-- registers in the layout, indices dropped and copies added, names as in the netlist --
register,cells
counter,4
pwm,1
-- power by group through the flow --
stage,clock [mW],sequential [mW],combinational [mW]
CTS,0.171,0.145,0.0226
global route,0.181,0.145,0.0249
finish,0.163,0.145,0.0222
-- metrics by stage --
| step | std cells | util (%) | hold WS (ns) |
|---|---|---|---|
| 6_report | 82 | 11.9 | 0.473 |
| 4_1_cts | 82 | 11.8 | 0.474 |
| 3_5_place_dp | 78 | 11.1 | 0.465 |
| 2_1_floorplan | 28 | - | 0.440 |
| 3_3_place_gp | 78 | 11.1 | 0.461 |
| 5_1_grt | 82 | 11.9 | 0.498 |
-- synthesized netlist by cell type --
cell,number,area [um2]
nand2b_1,1,6.26
ha_1,4,50.1
nor3b_1,1,7.51
nand2_1,1,3.75
dfxtp_1,5,100
xnor2_1,1,8.76
a211oi_1,1,7.51
nor2_1,2,7.51
inv_1,4,15.0
a211oi_2,1,12.5
a21o_1,3,22.5
buf_4,3,22.5
and3b_1,1,8.76
-- cells by family (layout without fill, tap and decap cells) --
kind of cell             Yosys count  in the layout  synth area share (%)
buffers and inverters              7             15                  13.8
AND/OR/NAND/NOR                    6              6                  12.4
AND-OR/OR-AND                      5              5                  15.6
flip-flops                         5              5                  36.7
adder cells (fa/ha/maj)            4              4                  18.3
XOR/XNOR                           1              1                  3.21
-- final cells by class --
| cell class | instances | area [um2] |
|---|---|---|
| Clock buffer | 4 | 26.3 |
| Timing Repair Buffer | 7 | 70.1 |
| Inverter | 4 | 15.0 |
| Sequential cell | 5 | 101 |
| Fill cell | 393 | 3010 |
| Multi-Input combinational cell | 16 | 135 |
| Tap cell | 46 | 57.6 |
-- layer usage --
| metal | vias to the layer above | share of wire [%] | wire length, um |
|---|---|---|---|
| met4 | 0 | 7.9 | 36 |
| met3 | 4 | 23 | 104 |
| met1 | 72 | 42 | 192 |
| met2 | 11 | 27 | 124 |
| li1 | 106 | - | - |
| met5 | - | 0 | 0 |
Power is estimated from default activity; no workload was simulated.
