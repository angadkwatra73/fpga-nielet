===== /design/flow/run.sh =====
#!/bin/bash
# OpenROAD 26Q1-2900-gdf79404cd8, Yosys 0.63+post, stock flow scripts
make -C /OpenROAD-flow-scripts/flow DESIGN_CONFIG=/design/flow/config.mk WORK_HOME=/design/flow/orfs finish

===== /design/flow/config.mk =====
export PLATFORM = sky130hd
export DESIGN_NAME = PWM
export DESIGN_NICKNAME = PWM
export VERILOG_FILES = /design/flow/design.v
export SDC_FILE = /design/flow/constraint.sdc
export NUM_CORES = 4
export LEC_CHECK = 1
export CORE_AREA = 10 10 84 84
export DIE_AREA = 0 0 94 94

===== /design/flow/constraint.sdc =====
current_design PWM

set clk_period 4.0
set clk_io_pct 0.2

create_clock -name clk0 -period $clk_period [get_ports {clk_100MHz}]

set non_clock_inputs [all_inputs -no_clocks]
set_input_delay [expr $clk_period * $clk_io_pct] -clock clk0 $non_clock_inputs
set_output_delay [expr $clk_period * $clk_io_pct] -clock clk0 [all_outputs]

===== /design/flow/design.v =====
module PWM ( input clk_100MHz,
             input [1:0] duty_cycle,
             output pwm_wave);
             wire clk_1KHz;
             clockDivider clk_new ( .clk_100MHz(clk_100MHz),
                                    .clk_1KHz(clk_1KHz) );
             dutyCycle   pulse ( .duty_cycle(duty_cycle),
                                    .clk( clk_1KHz),
                                    .pwm_wave(pwm_wave)); 
endmodule       
`timescale 1ns / 1ps
module dutyCycle(
    input [1:0] duty_cycle,
    input clk,
    output reg pwm_wave
    );
    reg[4:0] counter =0;
    initial pwm_wave=0;
    always@ ( posedge clk) begin 
        case ( duty_cycle)
            2'b00:  pwm_wave<=1;
            2'b01: begin
                   if ( counter == 5 ) begin 
                        counter<=0;
                        pwm_wave = ~ pwm_wave;
                    end else begin 
                          counter <= counter + 1;                    
                    end
                    end
            2'b10: begin
                   if ( counter == 5 ) begin 
                        counter<=0;
                        pwm_wave = ~ pwm_wave;
                    end else begin 
                    counter <= counter + 1;                    
                    end
                    end
            2'b11: pwm_wave<=0;
        endcase
       end
endmodule
module clockDivider (
    input clk_100MHz,
    output reg clk_1KHz
);
    reg [16:0] counter = 0;   
    initial clk_1KHz = 0;
    always @(posedge clk_100MHz) begin
        if (counter == 17'd49999) begin
            counter <= 0;
            clk_1KHz <= ~clk_1KHz;
        end else begin
            counter <= counter + 1;
        end
    end
endmodule

==> impl_metrics.env <==
# implementation run metrics
export IMPL_outcome="finished clean"
export IMPL_ff2ff_path_depth=4
export IMPL_unclocked_pins=6
export IMPL_layout_cells_most_common="dfxtp_1"
export IMPL_final_cell_mix="dfxtp_1 (17), nor2_1 (16), xnor2_1 (12), nand3_1 (8), edfxtp_1 (7)"
export IMPL_slew_headroom_pct=73.39
export IMPL_finalHoldViolCount=0
export IMPL_crit_start="clk_new.counter[0]$_SDFF_PN0_"
export IMPL_numCtsBuffers=3
export IMPL_avgSynthCellArea_um2=10.95
export IMPL_setup_viol=0
export IMPL_chipWidth_um=94
export IMPL_warning_count=26
export IMPL_synth_seq_share_pct=51.83
export IMPL_die_y_um=94
export IMPL_utilization_pct=23.73
export IMPL_slowest_stage="nor3_4"
export IMPL_clk_latency_ps=250
export IMPL_dr_first_iter_drc_count=15
export IMPL_grt_start_max_net_pins=11
export IMPL_remaining_drc_errors=0
export IMPL_dieArea_um2=8836
export IMPL_fillers=567
export IMPL_grt_pass1_wl_um=2780
export IMPL_cp_required_ps=3910
export IMPL_max_freq_mhz=569.4
export IMPL_firstDrtPassIters=3
export IMPL_fin_crit_sh_pct=43.91
export IMPL_num_vias=642
export IMPL_dp_hpwl_um=1132
export IMPL_fp_coreArea_um2=5205
export IMPL_postRouteWirelength_um=1468
export IMPL_yosys_cells=97
export IMPL_p_per_area_nw_per_um2=268.3
export IMPL_syn_inst=97
export IMPL_r2r_slack_ps=2240
export IMPL_num_antenna_cells=0
export IMPL_synth_chip_area_um2=1062
export IMPL_h_tree_depth=1
export IMPL_end_kind="flop"
export IMPL_cts_max_path_buffers=2
export IMPL_path_clk_slew_ps=60
export IMPL_peakVddDrop_v=0.0001457
export IMPL_wl_per_cell_um=8.437
export IMPL_p_leak_uw=0.0004301
export IMPL_arrival_ps=1660
export IMPL_overflow=0
export IMPL_max_cap_viol_count=0
export IMPL_path_cells="ha_1, and3_1, nand3_1, nor3_4"
export IMPL_fp_row_count=26
export IMPL_syn_to_final_growth_pct=16.25
export IMPL_path_max_fanout=10
export IMPL_startpoint_type="flop"
export IMPL_max_slew_worst_pin_slew_ps=397.9
export IMPL_holdBufCountCts=0
export IMPL_grt_setup_unrepaired="false"
export IMPL_cts_resized=0
export IMPL_critPathKind="flop to flop"
export IMPL_cts_tree="built"
export IMPL_cts_setup_buffers=0
export IMPL_r2r_start="clk_new.counter[0]$_SDFF_PN0_"
export IMPL_fin_crit_ps=1756
export IMPL_unconstrained_endpoints=13
export IMPL_clock_skew_ps=1.690
export IMPL_grt_pass1_vias=626
export IMPL_top_cell_area_share_pct=32.04
export IMPL_tns_ps=0
export IMPL_ys_ff=24
export IMPL_yosysTopAreaCell="dfxtp_1"
export IMPL_io_pins=4
export IMPL_final_comb_area_um2=500.5
export IMPL_hold_path_class="flop to flop"
export IMPL_gp_congestion=0.8008
export IMPL_yosysUniqueCellTypes=22
export IMPL_fp_util_pct=20.41
export IMPL_crit_path_max_incr_delay_ps=410
export IMPL_worstReg2RegEnd="clk_new.clk_1KHz$_DFFE_PN_"
export IMPL_cts_root_buf="clkbuf_8"
export IMPL_antenna_found_initial=0
export IMPL_final_cell_count_no_fill=174
export IMPL_port_buffers=3
export IMPL_yosysWarningCount=2
export IMPL_setup_worst_path_end="clk_new.clk_1KHz$_DFFE_PN_"
export IMPL_finalMaxSlewViolations=0
export IMPL_dp_cells=170
export IMPL_track_usage_pct=3.798
export IMPL_layout_drive_gt1_share_pct=8.654
export IMPL_ant_nets=0
export IMPL_vias_per_cell=3.690
export IMPL_syn_area_um2=1062
export IMPL_flop_area_um2=550.5
export IMPL_ys_top_cells_by_area="dfxtp_1 (32%), edfxtp_1 (20%), xnor2_1 (9.9%), nor2_1 (5.7%), xor2_1 (4.9%)"
==> how the worst min path moves through the flow <==
| stage | from | end | slack [ps] | cells past startpoint |
|---|---|---|---|---|
| 5_1_grt | clk_new.counter[16]$_SDFF_PN0_ | clk_new.counter[16]$_SDFF_PN0_ | 490 | 1 |
| 4_1_cts | clk_new.counter[16]$_SDFF_PN0_ | clk_new.counter[16]$_SDFF_PN0_ | 470 | 1 |
| 6_report | clk_new.counter[16]$_SDFF_PN0_ | clk_new.counter[16]$_SDFF_PN0_ | 460 | 1 |
==> worst max-delay path: cells and delay by family, from the launching register on <==
| kind | cells | cell delay [ps] |
|---|---|---|
| flops | 1 | 380 |
| fa+ha+maj | 1 | 220 |
| simple gates | 3 | 820 |
==> Yosys cell counts <==
library cell / n
nand2b_1: 1
xnor2_1: 12
ha_1: 4
nor2b_1: 1
and4bb_2: 1
edfxtp_1: 7
mux2i_1: 1
dfxtp_1: 17
nor3_4: 1
nand4_1: 5
nor2_1: 16
nand2_1: 5
nor3_1: 3
nand3_1: 8
nor4_2: 1
xor2_1: 6
inv_1: 3
and3_1: 1
nor4_4: 1
nor4_1: 1
nand4_4: 1
and4_1: 1
==> where the power goes <==
part | switching, µW | total, µW | internal (µW)
Sequential | 0 | 182 | 182
Clock | 54.6 | 142 | 87.2
Combinational | 3.50 | 6.98 | 3.48
Total | 58.1 | 331 | 273
==> layout make-up <==
| class | instances | share of cell area, % |
|---|---|---|
| Clock buffer | 4 | 4.458 |
| Inverter | 3 | 0.9119 |
| Multi-Input combinational cell | 70 | 40.53 |
| Sequential cell | 24 | 44.58 |
| Tap cell | 70 | 7.092 |
| Timing Repair Buffer | 3 | 2.432 |
==> cells by family (layout without fill, tap and decap cells) <==
kind of cell	after synthesis	after routing	share of synthesized area [%]
buffers and inverters	3	10	1.060
adder cells (fa/ha/maj)	4	4	4.712
multiplexers	1	1	0.9423
XOR/XNOR	18	18	14.84
AND/OR/NAND/NOR	47	47	26.62
flip-flops	24	24	51.83
==> per-stage QoR <==
| stage | area (µm²) | hold slack, ps | total power [µW] | worst slack [ps] |
|---|---|---|---|---|
| 4_1_cts | 1235 | 467.8 | 337.1 | 2234 |
| 3_3_place_gp | 1180 | 457.6 | 193.7 | 2298 |
| 2_1_floorplan | 1062 | 435.3 | 190.7 | 2417 |
| 6_report | 1235 | 463.0 | 331.3 | 2244 |
| 5_1_grt | 1235 | 488.1 | 348.3 | 2127 |
| 3_5_place_dp | 1180 | 458.4 | 193.8 | 2252 |
==> sequential cells by signal, indices dropped and copies added (netlist names) <==
signal / flops
clk_new.counter: 17
pulse.pwm_wave: 1
clk_new.clk_1KHz: 1
pulse.counter: 5
==> routing by layer <==
metal | up-vias | GRT usage, % | wire length, µm
met1 | 282 | 5.472 | 801
met3 | 4 | 0.9693 | 42
li1 | 352 | - | -
met4 | 0 | 0.8861 | 26
met2 | 4 | 5.588 | 598
met5 | - | 0 | 0
Power is estimated from default activity; no workload was simulated.
