==> design/flow/design.v <==
module SevenSegmentEncoder (
    input [1:0] fsm_state,                  
    output reg [27:0] seg_data_flat         
);
    reg [6:0] seg_data [3:0];               
    always @(*) begin
        case (fsm_state)
            2'b00: begin  
                seg_data[3] = ~7'b01101101;  
                seg_data[2] = ~7'b01111000;  
                seg_data[1] = ~7'b00111111;  
                seg_data[0] = ~7'b01110011;  
            end
            2'b01: begin  
                seg_data[3] = ~7'b01000000;
                seg_data[2] = ~7'b01000000;
                seg_data[1] = ~7'b01000000;
                seg_data[0] = ~7'b01000000;
            end
            2'b10: begin  
                seg_data[3] = ~7'b00000000;  
                seg_data[2] = ~7'b00111101;  
                seg_data[1] = ~7'b00111111;  
                seg_data[0] = ~7'b00000000;  
            end
            default: begin  
                seg_data[3] = ~7'b00000000;
                seg_data[2] = ~7'b00000000;
                seg_data[1] = ~7'b00000000;
                seg_data[0] = ~7'b00000000;
            end
        endcase
    end
    always @(*) begin
        seg_data_flat = {seg_data[3], seg_data[2], seg_data[1], seg_data[0]};
    end
endmodule
module TrafficLightController (
    input clk_100MHz,
    output [6:0] segments,      
    output [3:0] anode          
);
    wire clk_1KHz;
    wire [1:0] fsm_state;
    wire [27:0] seg_data_flat;  
    clockDivider clk_div_inst (
        .clk_100MHz(clk_100MHz),
        .clk_1KHz(clk_1KHz)
    );
    signalFSM fsm_inst (
        .clk_1KHz(clk_1KHz),
        .fsm_state(fsm_state)
    );
    SevenSegmentEncoder encoder_inst (
        .fsm_state(fsm_state),
        .seg_data_flat(seg_data_flat)
    );
    displayMux mux_inst (
        .clk(clk_1KHz),
        .seg_data_flat(seg_data_flat),
        .segments(segments),
        .anode(anode)
    );
endmodule
module clockDivider (
    input clk_100MHz,
    output reg clk_1KHz
);
    reg [16:0] counter = 0;   
    initial clk_1KHz = 0;
    always @(posedge clk_100MHz) begin
        if (counter == 17'd49999) begin
            counter <= 0;
            clk_1KHz <= ~clk_1KHz;
        end else begin
            counter <= counter + 1;
        end
    end
endmodule
module displayMux (
    input clk,
    input wire [27:0] seg_data_flat,      
    output reg [6:0] segments,            
    output reg [3:0] anode                
);
    reg [1:0] toggle = 2'b00;
    wire [6:0] seg0 = seg_data_flat[6:0];
    wire [6:0] seg1 = seg_data_flat[13:7];
    wire [6:0] seg2 = seg_data_flat[20:14];
    wire [6:0] seg3 = seg_data_flat[27:21];
    always @(posedge clk) begin
        toggle <= toggle + 1;
    end
    always @(*) begin
        case (toggle)
            2'b00: begin
                segments = seg0;
                anode = 4'b1110;
            end
            2'b01: begin
                segments = seg1;
                anode = 4'b1101;
            end
            2'b10: begin
                segments = seg2;
                anode = 4'b1011;
            end
            2'b11: begin
                segments = seg3;
                anode = 4'b0111;
            end
        endcase
    end
endmodule
module signalFSM (
    input clk_1KHz,
    output reg [1:0] fsm_state        
);
    parameter STATE_STOP = 2'd0;
    parameter STATE_DASH = 2'd1;
    parameter STATE_GO   = 2'd2;
    reg [1:0] current_state, next_state;
    reg [12:0] state_counter;
    parameter STOP_DURATION = 13'd2000;
    parameter DASH_DURATION = 13'd2000;
    parameter GO_DURATION   = 13'd2000;
    initial begin
        current_state = STATE_STOP;
        state_counter = 0;
        fsm_state=current_state;
    end
    always @(posedge clk_1KHz) begin
        if ((current_state == STATE_STOP && state_counter == STOP_DURATION) ||
            (current_state == STATE_DASH && state_counter == DASH_DURATION) ||
            (current_state == STATE_GO   && state_counter == GO_DURATION)) begin
            current_state <= next_state;
            state_counter <= 13'd0;
        end else begin
            state_counter <= state_counter + 1;
        end
    end
    always @(*) begin
        case (current_state)
            STATE_STOP: next_state = STATE_DASH;
            STATE_DASH: next_state = STATE_GO;
            STATE_GO:   next_state = STATE_STOP;
            default:    next_state = STATE_STOP;
        endcase
         fsm_state = current_state;  
    end
endmodule
==> design/flow/run.sh <==
#!/bin/bash
# OpenROAD 26Q1-2900-gdf79404cd8, Yosys 0.63+post, stock flow scripts
make -C /OpenROAD-flow-scripts/flow DESIGN_CONFIG=/design/flow/config.mk WORK_HOME=/design/flow/orfs finish
==> design/flow/config.mk <==
export PLATFORM = sky130hd
export DESIGN_NAME = TrafficLightController
export DESIGN_NICKNAME = TrafficLightController
export VERILOG_FILES = /design/flow/design.v
export SDC_FILE = /design/flow/constraint.sdc
export NUM_CORES = 4
export LEC_CHECK = 1
export CORE_UTILIZATION = 30
==> design/flow/constraint.sdc <==
current_design TrafficLightController

set clk_period 2.4
set clk_io_pct 0.2

create_clock -name clk0 -period $clk_period [get_ports {clk_100MHz}]

set non_clock_inputs [all_inputs -no_clocks]
set_input_delay [expr $clk_period * $clk_io_pct] -clock clk0 $non_clock_inputs
set_output_delay [expr $clk_period * $clk_io_pct] -clock clk0 [all_outputs]
==> run_results.csv <==
group,metric,value,unit
synthesis,synthTopCellsByCount,"32 x dfxtp_1, 21 x nor2_1, 13 x inv_1, 13 x xor2_1, 12 x nand3_1",
drt,routedWlPerCell,9.75,um
clocking,cts_buffer_depth,2,
grt,grt_pass1_wl,4.48,mm
synthesis,ys_area,1640,sq um
finish,area_growth,15.2,%
die,die_y,76.0,um
sta,drv_slew,0,
critical_path,crit_fanout,5,
synthesis,synth-seq-cells,35,
critical_path,end_kind,"register",
clocking,clkSlewWorstSetupHoldPaths,60,ps
synthesis,edf_count,3,
clocking,clkLatencyLatePin,250,ps
synthesis,logic_family,"simple AND/OR/NAND/NOR gates",
synthesis,synth_cells,174,
drt,firstDrtPassIters,4,
sta,hold_violations,0,
clocking,cts_tree,"built",
die,fp_util,0.317,
critical_path,crit_chain,"ha_1 > nand3_1 > nor4_1 > and3_1 > xor2_1",
critical_path,worstReg2RegEnd,"clk_div_inst.counter[16]",
synthesis,synthArstFlopShare,0,
clocking,postCtsSetupBuffers,0,
synthesis,mux_share,0.0152,
grt,grt_max_degree,19,
drt,drcViolationCount,0,
critical_path,worstSetupPathType,"register to register",
clocking,root_buffer,"clkbuf_8",
critical_path,endpoint,"clk_div_inst.counter[16]",
placed_design,io_buffer_count,11,
die,core,5170,sq um
pwr,cellPowerDensity,287,nW/um^2
die,ios,12,
synthesis,flop_cell,"dfxtp_1",
placed_design,dpl.hpwl,1.84,mm
synthesis,synth_area,1640,sq um
sta,unclocked_regs,17,
clocking,cts_buffers,3,
run_status,status,"complete, no violations",
pwr,vdd_drop_max,0.367,mV
grt,grt-ovfl-total,0,
synthesis,top_area_cell,"dfxtp_1",
flow_run,drv_cap,0,
sta,max_slew_margin,0.545,
flow_run,warnings,32,
sta,untimed_endpoints,30,
sta,clock_skew,0.630,ps
critical_path,worst_setup_path_start_kind,"register",
clocking,cts_resized,0,
synthesis,ys_types,34,
drt,final_antenna_net_count,0,
sta,tns,0,ps
drt,via_count,1176,
sta,period_needed,1730,ps
hold_path,hold_class,"register to register",
sta,setup_viol,0,
die,die_x,76.0,um
clocking,cts_hold_buf,0,
synthesis,syn_area_per_cell,9.43,sq um
clocking,htree_num_levels,1,
sta,fin_ws,670,ps
pwr,power_leakage,0.748,nW
synthesis,postSynthSeqShare,0.445,
drt,post_drt_via_cell_ratio,4.58,
sta,worst_pin_slew,682,ps
die,die_area,5770,sq um
critical_path,reg2regPathDepth,5,
critical_path,cpMaxStageDelayCell,"nor4_1",
critical_path,r2r_setup_slack,670,ps
synthesis,xor_share,0.117,
synthesis,yosys_cells,174,
synthesis,adder_share,0.0762,
critical_path,worstSetupStartpoint,"clk_div_inst.counter[0]",
sta,fin_crit_sh,0.721,
critical_path,r2r-start,"clk_div_inst.counter[0]",
grt,first_global_vias,1027,
drt,drt-total-wl,2.51,mm
synthesis,area_leaders,"dfxtp_1 39%, ha_1 7.6%, xor2_1 6.9%",
placed_design,place.gp.congestion,0.860,
synthesis,yosysWarnings,5,
critical_path,required,2580,ps
grt,grt_usage,0.0928,
synthesis,synth_top_area_share,0.390,
die,row_count,26,
sta,max_freq,578,MHz
synthesis,aoi_share,0.0587,
synthesis,most_common_cell,"dfxtp_1",
placed_design,place_ws,765,ps
hold_path,holdCritStartpoint,"clk_div_inst.counter[0]",
drt,drt_iter0_markers,42,
critical_path,cp_data_arrival_time,1910,ps
sta,rsz0062_at_grt,"false",
drt,insertedDiodeCount,0,
finish,layout-drive-gt1-share,0.0481,
synthesis,simple_gate_area_frac,0.251,
grt,grt_antenna_before_repair,0,
critical_path,cpPeakStageDelay,520,ps
==> sequential cells by signal, summed over array words and instances, names as in the netlist <==
name / cells
fsm_inst.state_counter: 13
fsm_inst.current_state: 2
clk_div_inst.counter: 17
mux_inst.toggle: 2
clk_div_inst.clk_1KHz: 1
==> per-stage QoR <==
stage                     instances  total power [mW]  utilization  cell area (sq um)  hold WS, ps
after floorplan                 174             0.308            -               1640          413
after global placement          253             0.308        0.355               1840          427
after detailed placement        253             0.308        0.355               1840          434
after CTS                       257             0.549        0.366               1890          448
after global routing            257             0.567        0.366               1890          461
final                           257             0.542        0.366               1890          450
==> power by group <==
part | total, mW | internal (mW) | switching [mW]
Clock | 0.241 | 0.146 | 0.0951
Combinational | 0.000000427 | 0 | 0
Sequential | 0.301 | 0.301 | 0
==> cell families (layout without fill, tap and decap cells) <==
family | count (synthesis) | in the layout
compound gates | 13 | 13
fa+ha+maj | 10 | 10
xor+xnor | 22 | 22
mux | 2 | 2
flops | 35 | 35
buf+inv | 16 | 29
simple gates | 76 | 76
==> layout by cell type (no fill, tap or decap), drive strengths merged, types with 5 or more instances in the layout <==
cell type	instances
nand3	12
nand4	9
nor2	21
dfxtp	32
o21ai	5
inv	13
clkdlybuf4s50	11
xnor2	9
ha	10
xor2	13
nand2	7
==> layer usage <==
layer / GRT usage / wire (um)
met1: 0.143 / 1310
met2: 0.145 / 1030
met3: 0.0207 / 152
met4: 0.00385 / 9
met5: 0 / 0
==> worst min path at each step <==
stage / slack (ps) / to / depth (start not counted)
final: 450 / clk_div_inst.counter[0] / 1
after CTS: 450 / clk_div_inst.counter[0] / 1
after global routing: 460 / clk_div_inst.counter[0] / 1
==> critical path: cells and delay by family (launching register included) <==
kind | cells | cell delay, ps
xor gates and xnor gates | 1 | 140
adders and majority gates | 1 | 220
DFF | 1 | 350
and+or+nand+nor | 3 | 940
==> final cells by class <==
class,instances,area (sq um)
tap,70,87.6
clock buffer,4,55.1
timing repair buffer,12,118
multi-input combinational,123,851
fill,513,3280
inverter,13,48.8
sequential,35,731
No activity file was given, so power comes from the tool's default toggle rates.
